===== ./run.sh =====
#!/bin/bash
# OpenROAD 26Q1-2900-gdf79404cd8, Yosys 0.63+post, stock flow scripts
make -C /OpenROAD-flow-scripts/flow DESIGN_CONFIG=/design/flow/config.mk WORK_HOME=/design/flow/orfs finish

===== ./constraint.sdc =====
current_design midi

set clk_period 4.2
set clk_io_pct 0.2

create_clock -name clk0 -period $clk_period [get_ports {CLOCK_50}]

set non_clock_inputs [all_inputs -no_clocks]
set_input_delay [expr $clk_period * $clk_io_pct] -clock clk0 $non_clock_inputs
set_output_delay [expr $clk_period * $clk_io_pct] -clock clk0 [all_outputs]

===== ./design.v =====
module midi(
    input               CLOCK_50,
    input               CLOCK2_50,
    input               CLOCK3_50,
    input               CLOCK4_50,
    output logic      [6:0]  HEX0,
    output logic      [6:0]  HEX1,
    output logic      [6:0]  HEX2,
    output logic      [6:0]  HEX3,
    output logic      [6:0]  HEX4,
    output logic      [6:0]  HEX5,
    input        [3:0]  KEY,
    output		   [9:0]		LEDR,
    input        [9:0]  SW,
    inout       [35:0]  GPIO
);
wire rxd;
wire [1:0] br_cfg;
wire rst = ~KEY[0];
assign rxd = GPIO[5];
wire note_on_trigger;
wire [6:0] note_number;
wire [6:0] velocity;
midi_receiver midi_receiver0(
    .clk(CLOCK_50),
    .rst(rst),
    .midi_rx(rxd),
    .note_on_trigger(note_on_trigger),
    .note_number(note_number),
    .velocity(velocity)
);
wire [23:0] frequency_x1000;
wire [31:0] bcd_freq;
reg [23:0] display_bcd;
always @(*) begin
    if (SW[0]) begin
        display_bcd = bcd_freq[31:8]; 
    end else begin
        display_bcd = bcd_freq[23:0];
    end
end
function [6:0] seven_seg_decode;
    input [3:0] val;
    begin
        case (val)
            4'h0: seven_seg_decode = 7'b1000000;
            4'h1: seven_seg_decode = 7'b1111001;
            4'h2: seven_seg_decode = 7'b0100100;
            4'h3: seven_seg_decode = 7'b0110000;
            4'h4: seven_seg_decode = 7'b0011001;
            4'h5: seven_seg_decode = 7'b0010010;
            4'h6: seven_seg_decode = 7'b0000010;
            4'h7: seven_seg_decode = 7'b1111000;
            4'h8: seven_seg_decode = 7'b0000000;
            4'h9: seven_seg_decode = 7'b0011000;
            4'hA: seven_seg_decode = 7'b0001000;
            4'hB: seven_seg_decode = 7'b0000011;
            4'hC: seven_seg_decode = 7'b1000110;
            4'hD: seven_seg_decode = 7'b0100001;
            4'hE: seven_seg_decode = 7'b0000110;
            4'hF: seven_seg_decode = 7'b0001110;
            default: seven_seg_decode = 7'b1111111;
        endcase
    end
endfunction
always @(*) begin
    HEX0 = seven_seg_decode(note_number[3:0]);
    HEX1 = seven_seg_decode(note_number[6:4]);
end
endmodule
module midi_receiver (
  input logic clk,
  input logic rst,
  input logic midi_rx,
  output reg note_on_trigger,
  output reg [6:0] note_number,
  output reg [6:0] velocity
);
  localparam [15:0] CLK_DIV = 16'd1600;  
  logic rdy;
  logic clr_rdy;
  logic [7:0] rx_data;
  logic [3:0] ms_nybble;
  logic [3:0] ls_nybble;
  uart_rx uart_rx_inst (
    .clk(clk),
    .rst(rst),
    .RX(midi_rx),
    .clk_div(CLK_DIV),
    .clr_rdy(clr_rdy),
    .rdy(rdy),
    .rx_data(rx_data)
  );
  typedef enum logic [1:0] {
    BYTE_1,
    BYTE_2,
    BYTE_3
  } state_t;
  state_t state;
  assign ms_nybble = rx_data[7:4];
  assign ls_nybble = rx_data[3:0];
  assign clr_rdy = rdy;  
  always_ff @(posedge clk) begin
    if (rst) begin
      state <= BYTE_1;
      note_on_trigger <= '0;
      note_number <= '0;
      velocity <= '0;
    end else if (rdy) begin
      case (state)
        BYTE_1: begin
          if (ms_nybble == 4'h8) begin  
            note_on_trigger <= '0;
            state <= BYTE_2;
          end else if (ms_nybble == 4'h9) begin  
            note_on_trigger <= '1;
            state <= BYTE_2;
          end
        end
        BYTE_2: begin
          note_number <= rx_data[6:0];
          state <= BYTE_3;
        end
        BYTE_3: begin
          velocity <= rx_data[6:0];
          state <= BYTE_1;
        end
      endcase
    end
  end
endmodule
module uart_rx (
  input wire clk,
  input wire rst,
  input wire RX,
  input wire [15:0] clk_div,
  input wire clr_rdy,
  output logic rdy,
  output logic [7:0] rx_data
);
  logic shift, start, receiving;
  logic [9:0] rx_shft_reg;
  logic [15:0] baud_cnt;
  logic [3:0] bit_cnt;
  logic set_rdy;
  logic rx_temp, rx_stable;
  typedef enum logic {
    IDLE,
    RECEIVING
  } state_t;
  state_t state, next_state;
  always_ff @(posedge clk) begin
    if (rst) begin
      rx_temp <= '1;
      rx_stable <= '1;
    end
    else begin
      rx_temp <= RX;
      rx_stable <= rx_temp;
    end
  end
  always_ff @(posedge clk) begin
    if (rst) rx_shft_reg <= '0;
    else if (shift) rx_shft_reg <= {rx_stable, rx_shft_reg[9:1]};
  end
  always_ff @(posedge clk) begin
    if (rst) baud_cnt <= '0;
    else if (start) baud_cnt <= {1'b0, clk_div[15:1]};
    else if (shift) baud_cnt <= clk_div;
    else if (receiving) baud_cnt <= baud_cnt - 1;
  end
  always_ff @(posedge clk) begin
    if (rst) bit_cnt <= '0;
    else if (start) bit_cnt <= '0;
    else if (shift) bit_cnt <= bit_cnt + 1;
  end
  always_ff @(posedge clk) begin
    if (rst) rdy <= '0;
    else if (start | clr_rdy) rdy <= '0;
    else if (set_rdy) rdy <= '1;
  end
  always_ff @(posedge clk) begin
    if (rst) state <= IDLE;
    else state <= next_state;
  end
  always_comb begin
    next_state = state;
    start = '0;
    receiving = '0;
    shift = '0;
    set_rdy = '0;
    case (state)
      IDLE: begin
        if (!rx_stable) begin
          start = '1;
          next_state = RECEIVING;
        end
      end
      RECEIVING: begin
        receiving = '1;   
        if (baud_cnt == 16'd0) begin
          shift = '1;
        end
        if (bit_cnt == 4'd10) begin
          next_state = IDLE;
          set_rdy = '1;
        end
      end
    endcase
  end
  assign rx_data = rx_shft_reg[8:1];
endmodule

===== ./config.mk =====
export PLATFORM = sky130hd
export DESIGN_NAME = midi
export DESIGN_NICKNAME = midi
export VERILOG_FILES = /design/flow/design.v
export SDC_FILE = /design/flow/constraint.sdc
export NUM_CORES = 4
export LEC_CHECK = 1
export CORE_UTILIZATION = 50

==> results.py <==
# Flow results
metrics = {
    "logic_synthesis": {
        "top_post_synthesis_cells_by_count": "sky130_fd_sc_hd__dfxtp_1 (57), sky130_fd_sc_hd__buf_4 (39), sky130_fd_sc_hd__a21oi_1 (28)",
        "most_common_flop_cell_mapped_by_yosys": "sky130_fd_sc_hd__dfxtp_1",
        "post_synth.cell_area_avg_um2": 8.813,
        "cell_area_after_synthesis_mm2": 0.002846,
        "yosys-stat-area_mm2": 0.002846,
        "yosys.area_share.aoi_pct": 13.80,
        "synth-simple-area-share_pct": 19.21,
        "top_cell_area_share_pct": 40.09,
        "topCombFamilyByArea": "simple AND/OR/NAND/NOR gates",
        "ys_sh_mux_pct": 3.209,
        "cell_type_count": 49,
        "yosys.area_share.xor_xnor_pct": 3.692,
        "post_synthesis_share_of_cell_area_spent_on_full_adders_half_adders_and_majority_gates_pct": 5.714,
        "synth-edff-count": 0,
        "synth_flop_count": 57,
        "synth-cells-yosys": 323,
        "ffs_w_async_s_r_synth_pct": 0,
        "synth_cells": 323,
        "synth_warnings": 41,
        "yosys.stat.seqShare_pct": 40.09,
        "synthTopCellsByArea": "sky130_fd_sc_hd__dfxtp_1 (40%), sky130_fd_sc_hd__buf_4 (10%), sky130_fd_sc_hd__ha_1 (5.7%), sky130_fd_sc_hd__a21oi_1 (4.9%), sky130_fd_sc_hd__nor2_1 (3.3%)",
        "yosysMostFrequentCell": "sky130_fd_sc_hd__dfxtp_1",
        "synth_area_leader_cell": "sky130_fd_sc_hd__dfxtp_1",
    },
    "placed_design": {
        "placement.cell_area_mm2": 0.002905,
        "dp.cells": 399,
        "buffer_ports.inserted": 15,
        "placement.setup.worst_slack_ns": 0.8164,
        "place.gp.congestion": 0.7680,
        "detailedPlacementHpwl_mm": 3.145,
    },
    "cts": {
        "clockRootBuffer": "sky130_fd_sc_hd__clkbuf_8",
        "ctsResizeCount": 0,
        "clock_tree.buffer_depth": 2,
        "cts_hold_buf": 0,
        "total_number_of_clock_tree_sinks": 57,
        "numCtsBuffers": 9,
        "post_cts_buffers": 0,
        "ctsHtreeMaxLevel": 3,
    },
    "outcome": {
        "flow.stopped_at": "global routing (5_1_grt)",
        "error_message": "[ERROR RSZ-0074] Failed to build tree from global routes for pin 'GPIO[5]' and net 'GPIO[5]' at grid (3450, 24150): found route to 2 pins, expected 1",
        "outcome": "did not finish",
    },
    "floorplan": {
        "die_height_um": 77.45,
        "floorplan_core_density_pct": 51.69,
        "io_pins": 106,
        "die_x_um": 77.45,
        "rows": 27,
    },
    "grt": {
        "grt_max_degree": 19,
    },
    "timing": {
        "unconstrained_endpoints": 36,
    },
}
logic make-up after synthesis:
family | count (synthesis)
AND-OR/OR-AND | 67
adder cells (fa/ha/maj) | 13
buffers and inverters | 67
other | 1
multiplexers | 9
XOR/XNOR | 12
flip-flops | 57
AND/OR/NAND/NOR | 97
through the flow:
step,total power [mW],utilization [%]
floorplan,0.6985,-
global placement,0.7013,52.76
detailed placement,0.7010,52.76
CTS,1.245,56.65
Power is estimated from default activity; no workload was simulated.
