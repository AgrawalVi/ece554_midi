### flow/config.mk
export PLATFORM = sky130hd
export DESIGN_NAME = midi_freq_lut
export DESIGN_NICKNAME = midi_freq_lut
export VERILOG_FILES = /design/flow/design.v
export SDC_FILE = /design/flow/constraint.sdc
export NUM_CORES = 4
export LEC_CHECK = 1
export CORE_UTILIZATION = 30
### flow/constraint.sdc
current_design midi_freq_lut

set clk_period 2.9
set clk_io_pct 0.2

create_clock -name clk0 -period $clk_period

set non_clock_inputs [all_inputs -no_clocks]
set_input_delay [expr $clk_period * $clk_io_pct] -clock clk0 $non_clock_inputs
set_output_delay [expr $clk_period * $clk_io_pct] -clock clk0 [all_outputs]
### flow/design.v
module midi_freq_lut (
    input [6:0] note,
    output reg [23:0] frequency_x1000
);
    always @(*) begin
        case (note)
            7'd0: frequency_x1000 = 24'd8176;
            7'd1: frequency_x1000 = 24'd8662;
            7'd2: frequency_x1000 = 24'd9177;
            7'd3: frequency_x1000 = 24'd9723;
            7'd4: frequency_x1000 = 24'd10301;
            7'd5: frequency_x1000 = 24'd10913;
            7'd6: frequency_x1000 = 24'd11562;
            7'd7: frequency_x1000 = 24'd12250;
            7'd8: frequency_x1000 = 24'd12978;
            7'd9: frequency_x1000 = 24'd13750;
            7'd10: frequency_x1000 = 24'd14568;
            7'd11: frequency_x1000 = 24'd15434;
            7'd12: frequency_x1000 = 24'd16352;
            7'd13: frequency_x1000 = 24'd17324;
            7'd14: frequency_x1000 = 24'd18354;
            7'd15: frequency_x1000 = 24'd19445;
            7'd16: frequency_x1000 = 24'd20602;
            7'd17: frequency_x1000 = 24'd21827;
            7'd18: frequency_x1000 = 24'd23125;
            7'd19: frequency_x1000 = 24'd24500;
            7'd20: frequency_x1000 = 24'd25957;
            7'd21: frequency_x1000 = 24'd27500;
            7'd22: frequency_x1000 = 24'd29135;
            7'd23: frequency_x1000 = 24'd30868;
            7'd24: frequency_x1000 = 24'd32703;
            7'd25: frequency_x1000 = 24'd34648;
            7'd26: frequency_x1000 = 24'd36708;
            7'd27: frequency_x1000 = 24'd38891;
            7'd28: frequency_x1000 = 24'd41203;
            7'd29: frequency_x1000 = 24'd43654;
            7'd30: frequency_x1000 = 24'd46249;
            7'd31: frequency_x1000 = 24'd48999;
            7'd32: frequency_x1000 = 24'd51913;
            7'd33: frequency_x1000 = 24'd55000;
            7'd34: frequency_x1000 = 24'd58270;
            7'd35: frequency_x1000 = 24'd61735;
            7'd36: frequency_x1000 = 24'd65406;
            7'd37: frequency_x1000 = 24'd69296;
            7'd38: frequency_x1000 = 24'd73416;
            7'd39: frequency_x1000 = 24'd77782;
            7'd40: frequency_x1000 = 24'd82407;
            7'd41: frequency_x1000 = 24'd87307;
            7'd42: frequency_x1000 = 24'd92499;
            7'd43: frequency_x1000 = 24'd97999;
            7'd44: frequency_x1000 = 24'd103826;
            7'd45: frequency_x1000 = 24'd110000;
            7'd46: frequency_x1000 = 24'd116541;
            7'd47: frequency_x1000 = 24'd123471;
            7'd48: frequency_x1000 = 24'd130813;
            7'd49: frequency_x1000 = 24'd138591;
            7'd50: frequency_x1000 = 24'd146832;
            7'd51: frequency_x1000 = 24'd155563;
            7'd52: frequency_x1000 = 24'd164814;
            7'd53: frequency_x1000 = 24'd174614;
            7'd54: frequency_x1000 = 24'd184997;
            7'd55: frequency_x1000 = 24'd195998;
            7'd56: frequency_x1000 = 24'd207652;
            7'd57: frequency_x1000 = 24'd220000;
            7'd58: frequency_x1000 = 24'd233082;
            7'd59: frequency_x1000 = 24'd246942;
            7'd60: frequency_x1000 = 24'd261626;
            7'd61: frequency_x1000 = 24'd277183;
            7'd62: frequency_x1000 = 24'd293665;
            7'd63: frequency_x1000 = 24'd311127;
            7'd64: frequency_x1000 = 24'd329628;
            7'd65: frequency_x1000 = 24'd349228;
            7'd66: frequency_x1000 = 24'd369994;
            7'd67: frequency_x1000 = 24'd391995;
            7'd68: frequency_x1000 = 24'd415305;
            7'd69: frequency_x1000 = 24'd440000;
            7'd70: frequency_x1000 = 24'd466164;
            7'd71: frequency_x1000 = 24'd493883;
            7'd72: frequency_x1000 = 24'd523251;
            7'd73: frequency_x1000 = 24'd554365;
            7'd74: frequency_x1000 = 24'd587330;
            7'd75: frequency_x1000 = 24'd622254;
            7'd76: frequency_x1000 = 24'd659255;
            7'd77: frequency_x1000 = 24'd698456;
            7'd78: frequency_x1000 = 24'd739989;
            7'd79: frequency_x1000 = 24'd783991;
            7'd80: frequency_x1000 = 24'd830609;
            7'd81: frequency_x1000 = 24'd880000;
            7'd82: frequency_x1000 = 24'd932328;
            7'd83: frequency_x1000 = 24'd987767;
            7'd84: frequency_x1000 = 24'd1046502;
            7'd85: frequency_x1000 = 24'd1108731;
            7'd86: frequency_x1000 = 24'd1174659;
            7'd87: frequency_x1000 = 24'd1244508;
            7'd88: frequency_x1000 = 24'd1318510;
            7'd89: frequency_x1000 = 24'd1396913;
            7'd90: frequency_x1000 = 24'd1479978;
            7'd91: frequency_x1000 = 24'd1567982;
            7'd92: frequency_x1000 = 24'd1661219;
            7'd93: frequency_x1000 = 24'd1760000;
            7'd94: frequency_x1000 = 24'd1864655;
            7'd95: frequency_x1000 = 24'd1975533;
            7'd96: frequency_x1000 = 24'd2093005;
            7'd97: frequency_x1000 = 24'd2217461;
            7'd98: frequency_x1000 = 24'd2349318;
            7'd99: frequency_x1000 = 24'd2489016;
            7'd100: frequency_x1000 = 24'd2637020;
            7'd101: frequency_x1000 = 24'd2793826;
            7'd102: frequency_x1000 = 24'd2959955;
            7'd103: frequency_x1000 = 24'd3135963;
            7'd104: frequency_x1000 = 24'd3322438;
            7'd105: frequency_x1000 = 24'd3520000;
            7'd106: frequency_x1000 = 24'd3729310;
            7'd107: frequency_x1000 = 24'd3951066;
            7'd108: frequency_x1000 = 24'd4186009;
            7'd109: frequency_x1000 = 24'd4434922;
            7'd110: frequency_x1000 = 24'd4698636;
            7'd111: frequency_x1000 = 24'd4978032;
            7'd112: frequency_x1000 = 24'd5274041;
            7'd113: frequency_x1000 = 24'd5587652;
            7'd114: frequency_x1000 = 24'd5919911;
            7'd115: frequency_x1000 = 24'd6271927;
            7'd116: frequency_x1000 = 24'd6644875;
            7'd117: frequency_x1000 = 24'd7040000;
            7'd118: frequency_x1000 = 24'd7458620;
            7'd119: frequency_x1000 = 24'd7902133;
            7'd120: frequency_x1000 = 24'd8372018;
            7'd121: frequency_x1000 = 24'd8869844;
            7'd122: frequency_x1000 = 24'd9397273;
            7'd123: frequency_x1000 = 24'd9956063;
            7'd124: frequency_x1000 = 24'd10548082;
            7'd125: frequency_x1000 = 24'd11175303;
            7'd126: frequency_x1000 = 24'd11839822;
            7'd127: frequency_x1000 = 24'd12543854;
            default: frequency_x1000 = 24'd0;
        endcase
    end
endmodule
### flow/run.sh
#!/bin/bash
# OpenROAD 26Q1-2900-gdf79404cd8, Yosys 0.63+post, stock flow scripts
make -C /OpenROAD-flow-scripts/flow DESIGN_CONFIG=/design/flow/config.mk WORK_HOME=/design/flow/orfs finish
==> flow_metrics.tcl <==
# implementation run metrics
set metrics [dict create \
    status "finished with violations" \
    violations "setup timing" \
    num_rows 35 \
    wl_um 17800 \
    vdd_ir_drop_max_uv 92.8 \
    power.internal_uw 562 \
    core-area_um2 9420 \
    postSynthCellCount 463 \
    drive_gt1_share_pct 53.6 \
    synth_seq_share_pct 0 \
    finalPower_uw 1080 \
    grt_pass1_wl_um 26800 \
    p_comb_share_pct 100.0 \
    viasPerCell 5.89 \
    crit_family "buffers and inverters" \
    ys_types 70 \
    rsz0062_at_grt "yes" \
    route.detailed.drc 0 \
    syn-cell-area_um2 2970 \
    diodes 0 \
    globalplace.congestion 1.04 \
    crit_arrival_ns 2.44 \
    worstMarginPinSlew_ns 0.467 \
    fin_setup_tns_ns -0.298 \
    p_per_area_nw_per_um2 187 \
    dp_hpwl_um 13500 \
    min_period_over_period_pct 104 \
    cp_slowest_cell "mux4_2" \
    setup_violations 7 \
    grt_pass1_vias 4392 \
    hold_viol 0 \
    fmax_ghz 0.331 \
    ys_cells 463 \
    p_switching_uw 520 \
    vias 4682 \
    n_sequential_cell 0 \
    numPortBuffers 31 \
    path_max_fanout 4 \
    cp_cell_sequence "buf_12 > inv_6 > buf_6 > ha_4 > buf_6 > buf_4 > o21a_1 > a21oi_4 > buf_6 > mux2i_1 > mux4_2 > buf_2" \
    end_kind "primary output" \
    top_area_cell "o211ai_1" \
    grt_overflow 0 \
    avgRoutedWirePerCell_um 22.4 \
    avgSynthCellArea_um2 6.41 \
    dieArea_um2 10300 \
    setup_ws_ns -0.120 \
    sw_frac_of_total_pct 48.0 \
    fillCellCount 831 \
    netlist.area_leader.share_pct 6.33 \
    ff_latch_area_um2 0 \
    path_buffers 7 \
    grt_util_all_layers_pct 36.2 \
    first_pass_iters 5 \
    power_frac_seq_pct 0 \
    finalNonFillerCells 795 \
    period_minus_slack_ns 3.02 \
    cts_hold_buffers 0 \
    start_kind "input port" \
    max_slew_margin_pct 68.5 \
    drtAntennaViolNets 0 \
    synth_warnings 1 \
    area_leaders "o211ai_1, nor2_1, a21oi_1, o21ai_0, ha_1" \
    area_delta_synth_final_pct 94.9 \
    die_y_um 101 \
    io_pins 31 \
    drv_slew 0 \
    slowest_delay_ns 0.45 \
    leakage_uw 0.00253 \
    nClkBuffers 0 \
    post-place-cells 756 \
    initCoreUtil_pct 31.5 \
    hold_path.class "input port to primary output" \
    top_cells_by_count "nor2_1, nand2_1, a21oi_1" \
    synthMostInstantiatedCell "nor2_1" \
    path_class "input port to primary output" \
    maxCapViolations 0 \
    log.warning_count 44 \
    first_iter_violations 281 \
    cpMostUsedCell "buf_6" \
    pwr-share-clk_pct 0 \
    grt_max_degree 28 \
    antenna_found_initial 0 \
    die_width_um 101 \
    required_ns 2.32 \
    yosys-stat-area_um2 2970 \
]
worst paths after layout:
check / from / endpoint / slack, ns / cells after the start
worst max-delay path: note[0] / frequency_x1000[13] / -0.12 / 12
worst min-delay path: note[3] / frequency_x1000[1] / 1.86 / 6
power groups by stage:
stage | logic, µW | registers (µW) | clock network [µW]
final | 1080 | 0 | 0
after global routing | 1150 | 0 | 0
after CTS | 1020 | 0 | 0
routing by layer:
| layer | part of all wire, % | wire length, µm | track usage [%] |
|---|---|---|---|
| met5 | 0 | 0 | 0 |
| met4 | 3.8 | 679 | 11.9 |
| met1 | 44 | 7850 | 51.2 |
| met2 | 43 | 7740 | 55.4 |
| met3 | 8.8 | 1570 | 7.21 |
stage by stage:
step | utilization, % | setup WS, ns | hold slack (ns) | cell area, µm²
4_1_cts | 58.9 | -0.131 | 1.96 | 5550
5_1_grt | 61.4 | -0.123 | 1.89 | 5780
2_1_floorplan | - | 0.00139 | 1.32 | 3010
6_report | 61.4 | -0.120 | 1.86 | 5780
3_3_place_gp | 49.4 | -0.974 | 2.08 | 4650
3_5_place_dp | 49.4 | -0.959 | 2.08 | 4650
layout by cell type, fill, tap and decap left out, drive strengths merged, types with 8 or more instances in the layout:
cell,count
buf,232
nor2,48
nand2,39
o21ai,39
a21oi,37
o211ai,25
nand2b,20
nor2b,14
ha,13
nand3,11
nor3,11
mux2i,10
a31oi,10
a211oi,10
dlygate4sd2,8
inv,8
final cells by class:
cell class                      count  area [µm²]  area share, %
Inverter                            8        47.5          0.822
Multi-Input combinational cell    400        3270           56.5
Tap cell                          129         161           2.79
Timing Repair Buffer              258        2300           39.8
logic make-up after synthesis:
group | count (synthesis) | share of synthesized area (%)
AND-OR/OR-AND | 193 | 45.5
AND/OR/NAND/NOR | 176 | 29.4
buffers and inverters | 63 | 11.0
multiplexers | 18 | 8.56
adder cells (fa/ha/maj) | 13 | 5.48
repair_timing:
action	in CTS	in global routing
buffers inserted	27	9
cloned	5	0
endpoints found under the setup margin	24	20
pin swaps	43	44
gates resized	173	60
No activity file was given, so power comes from the tool's default toggle rates.
